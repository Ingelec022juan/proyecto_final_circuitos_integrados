[flow/run.sh]
#!/bin/bash
# OpenROAD 26Q1-2900-gdf79404cd8, Yosys 0.63+post, stock flow scripts
make -C /OpenROAD-flow-scripts/flow DESIGN_CONFIG=/design/flow/config.mk WORK_HOME=/design/flow/orfs finish
[flow/design.v]
module Fast_PWM(
    input wire clk,
    input wire reset,
    input wire [31:0] timer_top,
    input wire [31:0] pwm_cnta,
    input wire [31:0] pwm_cntb,
    output reg pwm_outa,
    output reg pwm_outb
);
    reg [31:0] pwm_counter;
    always @(posedge clk or posedge reset) begin
        if (reset) begin
            pwm_counter <= 0;
            pwm_outa <= 0;
            pwm_outb <= 0;
        end else begin
            if (pwm_counter < timer_top) begin
                pwm_counter <= pwm_counter + 1;
            end else begin
                pwm_counter <= 0;
            end
            pwm_outa <= (pwm_counter < pwm_cnta) ? 1'b1 : 1'b0;
            pwm_outb <= (pwm_counter < pwm_cntb) ? 1'b1 : 1'b0;
        end
    end
endmodule
module PhaseCorrectPWM(
    input wire clk,
    input wire reset,
    input wire [31:0] top,
    input wire [31:0] pwm_a,
    input wire [31:0] pwm_b,
    output reg pwm_outa,
    output reg pwm_outb
);
    reg [31:0] counter;
    reg direction;  
    always @(posedge clk or posedge reset) begin
        if (reset) begin
            counter <= 0;
            direction <= 0;
            pwm_outa <= 0;
            pwm_outb <= 0;
        end else begin
            if (direction == 0) begin
                if (counter < top) begin
                    counter <= counter + 1;
                end else begin
                    direction <= 1;
                end
            end else begin
                if (counter > 0) begin
                    counter <= counter - 1;
                end else begin
                    direction <= 0;
                end
            end
            pwm_outa <= (counter < pwm_a) ? 1'b1 : 1'b0;
            pwm_outb <= (counter < pwm_b) ? 1'b1 : 1'b0;
        end
    end
endmodule
module Timer_NormalMode(
    input wire clk,
    input wire reset,
    output reg irq_timer,
    output reg [31:0] timer_cnt
);
    always @(posedge clk or posedge reset) begin
        if (reset) begin
            timer_cnt <= 32'b0;
            irq_timer <= 1'b0;
        end else begin
            timer_cnt <= timer_cnt + 1;
            if (timer_cnt == 32'hFFFFFFFF) begin
                irq_timer <= 1'b1;  
            end else begin
                irq_timer <= 1'b0;
            end
        end
    end
endmodule
module Timer_PWM_Generator(
    input wire clk,                 
    input wire reset,               
    input wire [1:0] TMR_SRC,       
    input wire [1:0] TMR_MODE,      
    input wire [31:0] TIMER_TOP,    
    input wire [31:0] PWM_CNTA,     
    input wire [31:0] PWM_CNTB,     
    output reg PWM_OUTA,            
    output reg PWM_OUTB,            
    output reg timer_interrupt      
);
    wire irq_timer_normal;
    wire pwm_outa_fast, pwm_outb_fast;
    wire pwm_outa_phase, pwm_outb_phase;
    wire [31:0] timer_cnt_normal_wire;
    reg [31:0] timer_cnt_normal;
    Timer_NormalMode normal_mode_inst (
        .clk(clk),
        .reset(reset),
        .irq_timer(irq_timer_normal),
        .timer_cnt(timer_cnt_normal_wire)
    );
    always @(posedge clk or posedge reset) begin
        if (reset) begin
            timer_cnt_normal <= 0;
        end else begin
            timer_cnt_normal <= timer_cnt_normal_wire;
        end
    end
    Fast_PWM fast_pwm_inst (
        .clk(clk),
        .reset(reset),
        .pwm_outa(pwm_outa_fast),
        .pwm_outb(pwm_outb_fast),
        .timer_top(TIMER_TOP),
        .pwm_cnta(PWM_CNTA),
        .pwm_cntb(PWM_CNTB)
    );
    PhaseCorrectPWM phase_pwm_inst (
        .clk(clk),
        .reset(reset),
        .top(TIMER_TOP),
        .pwm_a(PWM_CNTA),
        .pwm_b(PWM_CNTB),
        .pwm_outa(pwm_outa_phase),
        .pwm_outb(pwm_outb_phase)
    );
    always @(*) begin
        case (TMR_MODE)
            2'b00: begin
                PWM_OUTA = 0;
                PWM_OUTB = 0;
                timer_interrupt = irq_timer_normal;
            end
            2'b01: begin
                PWM_OUTA = pwm_outa_fast;
                PWM_OUTB = pwm_outb_fast;
                timer_interrupt = 0;
            end
            2'b10: begin
                PWM_OUTA = pwm_outa_phase;
                PWM_OUTB = pwm_outb_phase;
                timer_interrupt = 0;
            end
            default: begin
                PWM_OUTA = 0;
                PWM_OUTB = 0;
                timer_interrupt = 0;
            end
        endcase
    end
endmodule
[flow/constraint.sdc]
current_design Timer_PWM_Generator

set clk_period 7.9
set clk_io_pct 0.2

create_clock -name clk0 -period $clk_period [get_ports {clk}]

set non_clock_inputs [all_inputs -no_clocks]
set_input_delay [expr $clk_period * $clk_io_pct] -clock clk0 $non_clock_inputs
set_output_delay [expr $clk_period * $clk_io_pct] -clock clk0 [all_outputs]
[flow/config.mk]
export PLATFORM = sky130hd
export DESIGN_NAME = Timer_PWM_Generator
export DESIGN_NICKNAME = Timer_PWM_Generator
export VERILOG_FILES = /design/flow/design.v
export SDC_FILE = /design/flow/constraint.sdc
export NUM_CORES = 4
export LEC_CHECK = 1
export CORE_UTILIZATION = 30
==> run_results.csv <==
group,metric,value,unit
synthesis,synth_top_cell_by_area,"ha_1",
sta,tightestPinTransition,0.893,ns
power,ir_worst_vdd,0.117,mV
sta,period_used_share,0.583,
flow_run,warning_count,29,
synthesis,synthCells,1223,
final_layout,layout.cells.most_common,"ha_1",
worst_setup_path,start_kind,"input pin",
floorplanning,chipArea,0.0357,mm²
synthesis,avgSynthCellArea,8.57,µm²
flow_run,drv_cap,0,
clock_network,cts.sinks,102,
clock_network,ctsHoldBuffers,0,
clock_network,cts_buffers,9,
final_layout,regArea,0.00255,mm²
place,place_congestion,0.932,
drt,dr.first_iter.drc_count,492,
final_layout,drive_above_1_share,0.0317,
clock_network,cts_tree,"built",
sta,holdWs,0.466,ns
global_routing,antenna_found_initial,0,
synthesis,syn-cell-area,0.0105,mm²
sta,hold_viol,0,
floorplanning,fp.dieW,189,µm
worst_setup_path,crit_fanout,2,
floorplanning,rows,68,
power,p_clk_frac,0.163,
power,power_frac_comb,0.549,
global_routing,grt_pass1_wl,46600,µm
synthesis,yosysChipArea,0.0105,mm²
power,switching_share,0.455,
worst_setup_path,crit_path_end_kind,"primary output",
power,p_leak,6.20,nW
place,hpwl,23400,µm
final_layout,lay_top_cells,"ha_1 (221), nand2_1 (136), inv_1 (109)",
drt,drc,0,
synthesis,ys_cells,1223,
synthesis,synth.top_cell.area_share,0.264,
power,pwr-share-seq,0.287,
status,status,"finished, final reports clean",
synthesis,ys_ff,102,
final_layout,nFillCells,3417,
drt,drtAntennaViolNets,0,
drt,via_per_inst,5.12,
floorplanning,coreArea,0.0345,mm²
clock_network,clock_latency,0.37,ns
clock_network,path_clk_slew,0.08,ns
synthesis,edf_count,0,
global_routing,track_usage,0.168,
power,power.density,238,mW/mm²
synthesis,yosysWarnings,4,
floorplanning,die_height,189,µm
floorplanning,boundaryPins,105,
drt,antennaDiodeCount,0,
final_layout,syn_to_final_growth,17.8,%
drt,wire_per_inst,16.2,µm
drt,vias,9117,
hold_path,hold_class,"reg -> reg",
sta,fmax,217,MHz
worst_setup_path,crit_required,6.32,ns
synthesis,synthDistinctLibCells,66,
clock_network,cts_resized,0,
worst_setup_path,crit_arrival,3.03,ns
synthesis,synthFlopType,"dfrtp_1",
synthesis,top_cells_by_area,"ha_1 (26%), dfrtp_1 (24%), a21o_1 (5.3%), nand2_1 (4.9%), xnor2_1 (4.7%)",
sta,setup_tns,0,ns
clock_network,max-clock-path-buffers,2,
synthesis,synth-async-reset-ratio,1.00,
power,internal-power,0.00160,W
clock_network,cts_root_buffer,"clkbuf_16",
clock_network,post_cts_buffers,0,
place,portBuffers,102,
drt,routed_wl,28900,µm
sta,skew,0.0100,ns
global_routing,grt_pass1_vias,8896,
hold_path,hold_depth,1,
floorplanning,initCoreUtil,0.304,
sta,fin_crit,4.61,ns
final_layout,logic_area,0.00742,mm²
synthesis,synth_seq_share,0.244,
sta,slew_violations,0,
sta,rsz0062_at_grt,"false",
worst_setup_path,path_class,"in -> out",
sta,final-setup-viol-count,0,
power,p_switching,0.00134,W
final_layout,fin_util,0.358,
sta,slew_headroom,0.400,
global_routing,gr-total-overflow,0,
drt,drt_pass1_iterations,11,
clock_network,htreeDepth,3,
global_routing,grt_max_degree,57,
worst_setup_path,r2r_cells,9,
[sequential cells by signal, indices dropped and copies added (netlist names)]
register	count
phase_pwm_inst.pwm_outa	1
fast_pwm_inst.pwm_outb	1
phase_pwm_inst.pwm_outb	1
phase_pwm_inst.counter	32
phase_pwm_inst.direction	1
fast_pwm_inst.pwm_outa	1
fast_pwm_inst.pwm_counter	32
normal_mode_inst.irq_timer	1
normal_mode_inst.timer_cnt	32
[path summary, 6_finish.rpt]
kind | from | endpoint | slack [ns]
setup reg to reg | phase_pwm_inst.counter[14] | phase_pwm_inst.counter[31] | 4.70
setup / recovery | TMR_MODE[0] | PWM_OUTA | 3.29
min in group asynchronous | reset | normal_mode_inst.irq_timer | 1.53
hold reg to reg | normal_mode_inst.timer_cnt[5] | normal_mode_inst.timer_cnt[5] | 0.47
max in group asynchronous | reset | phase_pwm_inst.counter[10] | 5.51
hold / removal | normal_mode_inst.timer_cnt[5] | normal_mode_inst.timer_cnt[5] | 0.47
[area by class of cell]
type,instances,share of cell area
tap,455,0.0461
multi-input combinational,988,0.601
inverter,110,0.0336
sequential,102,0.207
timing repair buffer,109,0.0869
clock buffer,9,0.0182
clock inverter,7,0.00760
[critical path, cell delays in order]
cell             delay [ns]
clkdlybuf4s50_1        0.48
inv_1                  0.06
ha_1                   0.28
nor2b_1                0.12
clkdlybuf4s50_1        0.49
[synthesized netlist by cell type, types with 3 or more instances]
| cell type | instances |
|---|---|
| nor4_1 | 10 |
| nor3_1 | 41 |
| o211ai_1 | 5 |
| nor2b_1 | 11 |
| a31oi_1 | 3 |
| o21bai_1 | 8 |
| o21a_1 | 6 |
| and2_1 | 3 |
| nand4_1 | 47 |
| nand2_1 | 136 |
| clkbuf_1 | 14 |
| buf_2 | 3 |
| a21boi_0 | 4 |
| a211o_1 | 4 |
| a311oi_1 | 3 |
| a21oi_1 | 78 |
| or3_1 | 4 |
| ha_1 | 221 |
| and3_1 | 20 |
| nand3_1 | 40 |
| xor2_1 | 31 |
| nor2_1 | 40 |
| buf_4 | 4 |
| dfrtp_1 | 102 |
| o21ai_1 | 7 |
| nand2b_1 | 8 |
| a2111oi_0 | 3 |
| a211oi_1 | 8 |
| inv_1 | 110 |
| o21ai_0 | 58 |
| and4_1 | 10 |
| or4_1 | 3 |
| xnor2_1 | 56 |
| or2_2 | 3 |
| a21o_1 | 74 |
[kinds of logic after synthesis]
kind of cell | count (synthesis) | share of synthesized area
and+or+nand+nor | 388 | 0.186
DFF | 102 | 0.244
adders and majority gates | 222 | 0.266
xor gates and xnor gates | 87 | 0.0727
AOI/OAI and AO/OA | 289 | 0.181
muxes | 2 | 0.00191
buffers and inverters | 133 | 0.0497
[per-layer routing]
metal  wire [µm]  track usage  up-vias
li1            -            -     4623
met1       13600        0.241     4318
met2       13800        0.281      142
met3         816       0.0153       34
met4         633       0.0313        0
met5           0            0        -
[through the flow]
stage | std cells | total power [W] | setup slack (ns) | cell area (µm²)
2_1_floorplan | 1223 | 0.00200 | 3.64 | 10500
3_3_place_gp | 1764 | 0.00242 | 3.09 | 12000
3_5_place_dp | 1764 | 0.00246 | 3.03 | 12000
4_1_cts | 1780 | 0.00296 | 3.29 | 12300
5_1_grt | 1780 | 0.00322 | 3.21 | 12300
6_report | 1780 | 0.00294 | 3.29 | 12300
[power by group through the flow]
| stage | Clock (W) | Combinational (W) | Sequential (W) |
|---|---|---|---|
| after CTS | 0.000496 | 0.00162 | 0.000843 |
| after global routing | 0.000513 | 0.00184 | 0.000864 |
| final | 0.000481 | 0.00162 | 0.000846 |
Power figures rest on the tool's default switching activity, not on a simulated workload.
